## run.sh

```bash
#!/bin/bash
# OpenROAD 26Q1-2900-gdf79404cd8, Yosys 0.63+post, stock flow scripts
make -C /OpenROAD-flow-scripts/flow DESIGN_CONFIG=/design/flow/config.mk WORK_HOME=/design/flow/orfs finish
```

## config.mk

```make
export PLATFORM = sky130hd
export DESIGN_NAME = ECEN2350project1
export DESIGN_NICKNAME = ECEN2350project1
export VERILOG_FILES = /design/flow/design.v
export SDC_FILE = /design/flow/constraint.sdc
export NUM_CORES = 4
export LEC_CHECK = 1
export CORE_AREA = 10 10 108 108
export DIE_AREA = 0 0 118 118
```

## constraint.sdc

```tcl
current_design ECEN2350project1

set clk_period 3.2
set clk_io_pct 0.2

create_clock -name clk0 -period $clk_period [get_ports {PB}]

set non_clock_inputs [all_inputs -no_clocks]
set_input_delay [expr $clk_period * $clk_io_pct] -clock clk0 $non_clock_inputs
set_output_delay [expr $clk_period * $clk_io_pct] -clock clk0 [all_outputs]
```

## design.v

```verilog
module Arithmetic(
	input [9:0]SW,
	output [8:0] aW);  
	wire [8:0] adder,subtractor,multiply,Divide;
	add      u1(SW[3:0],SW[7:4],adder[8:0]);
	subtract u2(SW[3:0],SW[7:4],subtractor[8:0]);
	multiply u3(SW[7:0],multiply[8:0]);
	divide   u4(SW[7:0],Divide[8:0]);
	amux4to1    u5(SW[9:8],adder[8:0],subtractor[8:0],multiply[8:0],Divide[8:0],aW[8:0]);
endmodule
	module add(input[3:0]x,input[3:0]y, output wire[9:0] adder);
		parameter n=4;
		assign adder[4]=C[4];
		wire [4:0] C;
		genvar i;
		assign C[0]=0;
		generate
			for(i=0; i<n; i=i+1)
			begin:addbit
			fullAdd stage(x[i], y[i],C[i], adder[i], C[i+1]);
			end
		endgenerate
	endmodule
	module subtract(input [3:0]x, input[3:0]y, output [9:0] subtractor);
		parameter n=4;
		wire [4:0] C;
		genvar i;
		assign C[0]=0;
		generate
			for(i=0; i<n; i=i+1)
			begin:subbit
			fullsubtract stage(x[i], y[i],C[i], subtractor[i], C[i+1]);
			end
		endgenerate
	endmodule
	module multiply(input [7:0]z, output [8:0]multiply);
					assign multiply=z<<1;
				endmodule
	module divide(input [7:0]z, output [8:0]Divide);
		 assign 
		 Divide=z>>1;
		 endmodule
	module fullAdd(input x, y, cIn, output s,carryO);
		assign s=x^y^cIn;
		assign carryO=(x&y)|(x&cIn)|(y&cIn);
	endmodule 
	module fullsubtract(input x, y, cIn, output s,carryO);
		assign s=x^y^cIn;
		assign carryO=(~x&y)|(~x&cIn)|(y&cIn);
	endmodule 
	module amux4to1(input[1:0]s,input[9:0]x,input[9:0]y,input[9:0]z,input[9:0]a, output reg[9:0]f);
	always @(s,x,y,z,a)
	if(s==2'b00)
		f=x;
	else if(s==2'b01)
		f=y;
	else if(s==2'b10)
		f=z;
	else
		f=a;
	endmodule
module ECEN2350project1(  
	input [9:0]SW,
	input [1:0]PB,
	output [7:0]hx00, output[7:0]hx01,output[9:0]led
);
	wire [8:0] aW,lOut,cOut,ssW,mOut;
	wire [1:0]  laW;
		Arithmetic 	   U1(SW[9:0],aW[8:0]);
		logical 	      U2(SW[9:0],lOut[8:0]);
		comparison 	   U3(SW[9:0],cOut[8:0]);
		Multiplexer    U4(laW[1:0],aW[8:0],cOut[8:0],lOut[8:0],mOut[8:0]);
		sevenSegment 	U5(mOut[8:0],hx00[7:0],hx01[7:0]);
		latching 		U6(PB[0],laW[0]);
		latching 		U7(PB[1],laW[1]);
		lit            U8(SW[9:0],led[9:0]);
endmodule 
	module latching(input PB, output reg latch);
	assign laW=latch;
	always @(posedge PB)
		begin
		latch=~latch;
	end
	endmodule
	module lit(input [9:0]x, output [9:0]y);
		assign y=x;
	endmodule 
module Multiplexer(input[1:0]laW, input[8:0]aW,cOut,lOut,output [8:0]mOut);  
	mux4to1 u1(laW[1:0],aW[8:0],cOut[8:0],lOut[8:0],mOut[8:0]);
 endmodule
module mux4to1(input[1:0]s,input[8:0]x,input[8:0]y,input[8:0]z,output reg[8:0]f);
	always @(*)
	if(s==2'b00)
		f=x;
	else if(s==2'b01)
		f=y;
	else if(s==2'b10)
		f=z;
	else
		f=2'b000000000;
endmodule
module comparison(  
	input  [9:0]SW,
	output [8:0]cOut
);
	wire [8:0]eq,gr,lOe,mx;
	equal    u1(SW[3:0],SW[7:4], eq[8:0]);
	greater  u2(SW[3:0],SW[7:4], gr[8:0]);
	lessOreq u3(SW[3:0],SW[7:4], lOe[8:0]);
	cmux4to1 u4(SW[9:8], eq[8:0], gr[8:0], lOe[8:0], mx[8:0], cOut[8:0]);
	max      u5(SW[3:0],SW[7:4], mx[8:0]);
endmodule
	module equal(input[3:0]x,input[3:0]y, output reg[8:0]eO);
		always @(x,y)
		begin 
			if((x[0]==y[0])&(x[1]==y[1])&(x[2]==y[2])&(x[3]==y[3]))
			eO[0]=1;
			else
			eO[0]=0;
		end
	endmodule
	module greater(input [3:0]x, input [3:0]y, output reg [8:0]z);
		integer i;
		always @(*)
		begin 
		for(i=0;i<4;i=i+1)
			begin
			z=x[i]&~y[i];
			end
		end
	endmodule 
		module lessOreq(input [3:0]x, input [3:0]y, output reg [9:0]z);
		integer i;
		always @(*)
		begin 
		for(i=0;i<4;i=i+1)
			begin
			z[0]=~(x[i]&~y[i]);
			end
		end
	endmodule
	module max(input [3:0]x, input [3:0]y, output [9:0]z);
		wire[3:0] w;
		assign w[0]=x[0]|y[0];
		assign w[1]=x[1]|y[1];
		assign w[2]=x[2]|y[2];
		assign w[3]=x[3]|y[3];
		assign z[0]=(w[3]&x[3]&x[0])|(w[3]&y[3]&y[0])|(~w[3]&w[2]&y[2]&y[0])|(~w[3]&w[2]&x[2]&x[0])|(~w[2]&~w[3]&w[1])
						|(~w[3]&~w[2]&w[1]&x[1]&x[0])|(~w[3]&~w[2]&w[1]&y[1]&y[0]);
		assign z[1]=(w[3]&x[3]&x[1])|(w[3]&y[3]&y[1])|(~w[3]&w[2]&y[2]&y[1])|(~w[3]&w[2]&x[2]&x[1])|(~w[2]&~w[3]&w[1]);
		assign z[2]=w[3]&x[3]&x[2]|w[3]&y[3]&y[2]|~w[3]&w[2];
		assign z[3]=w[3];
	endmodule
	module cmux4to1(input[1:0]s,input[8:0]x,input[8:0]y,input[8:0]z,input[8:0]a, output reg[8:0]f);
	always @(s,x,y,z,a)
	if(s==2'b00)
		f=x;
	else if(s==2'b01)
		f=y;
	else if(s==2'b10)
		f=z;
	else
		f=a;
	endmodule
module logical(  
	input  [9:0]SW,
	output [8:0]lOut
);
	wire [8:0] aW,oW,eW,nW;
	ANDed      u1(SW[3:0],SW[7:4],aW[8:0]);
	ORed       u2(SW[3:0],SW[7:4],oW[8:0]);
	exor     u3(SW[3:0],SW[7:4],eW[8:0]);
	nOted      u4(SW[7:0],nW[8:0]);
	lmux4to1 u5(SW[9:8],aW[8:0],oW[8:0],eW[8:0],nW[8:0],lOut[8:0]);
endmodule 
module ANDed(input [3:0]x,input [3:0]y,output [8:0]z);
	assign z[0]=x[0]&y[0];
	assign z[1]=x[1]&y[1];
	assign z[2]=x[2]&y[2];
	assign z[3]=x[3]&y[3];
endmodule 
module ORed(input [3:0]x,input [3:0]y,output [8:0]z);
	assign z[0]=x[0]|y[0];
	assign z[1]=x[1]|y[1];
	assign z[2]=x[2]|y[2];
	assign z[3]=x[3]|y[3];
endmodule 
module exor(input [3:0]x,input [3:0]y,output [8:0]z);
	assign z[0]=x[0]^y[0];
	assign z[1]=x[1]^y[1];
	assign z[2]=x[2]^y[2];
	assign z[3]=x[3]^y[3];
endmodule 
module nOted(input [7:0]x,output [8:0]z);
	assign z[0]=~x[0];
	assign z[1]=~x[1];
	assign z[2]=~x[2];
	assign z[3]=~x[3];
	assign z[4]=~x[4];
	assign z[5]=~x[5];
	assign z[6]=~x[6];
	assign z[7]=~x[7];
endmodule
module lmux4to1(input[1:0]s,input[9:0]x,input[9:0]y,input[9:0]z,input[9:0]l,output reg[9:0]f);
	always @(s,x,y,z)
	if(s==2'b00)
		f=x;
	else if(s==2'b01)
		f=y;
	else if(s==2'b10)
		f=z;
	else
		f=l;
endmodule 
module sevenSegment(  
	input [8:0]ssW,
	output[7:0]hx0,
	output[7:0]hx1
);
	b4toseg7   u1(ssW[3:0],hx0[6:0]);
	b4toseg7   u2(ssW[7:4],hx1[6:0]);
endmodule
module b4toseg7(input [3:0]x,output reg[7:0]s);
	always @(x)
		case(x)
			4'b0000: s=~7'b0111111;
			4'b0001: s=~7'b0000110;
			4'b0010: s=~7'b1011011;
			4'b0011: s=~7'b1001111;
			4'b0100: s=~7'b1100110;
			4'b0101: s=~7'b1101101;
			4'b0110: s=~7'b1111101;
			4'b0111: s=~7'b0000111;
			4'b1000: s=~7'b1111111;
			4'b1001: s=~7'b1101111;
			4'b1010: s=~7'b1110111;
			4'b1011: s=~7'b1111100;
			4'b1100: s=~7'b0111001;
			4'b1101: s=~7'b1011110;
			4'b1110: s=~7'b1111001;
			4'b1111: s=~7'b1110001;
		endcase
endmodule
```

==> flow_summary.json <==
{
  "outcome": "finished, violations left",
  "synthDistinctLibCells": 48,
  "die.size.y_um": 118,
  "chipArea_um2": 13900,
  "p_sw_uw": 139,
  "grt_pass1_wl_um": 7540,
  "failed_checks": "setup timing",
  "fp_util_pct": 15.6,
  "drt_iter0_drc": 155,
  "grt_max_degree": 21,
  "drive_gt1_share_pct": 49.0,
  "synth_top_area_share_pct": 17.3,
  "core_area_um2": 9280,
  "rsz0062_at_grt": "true",
  "num_vias": 1544,
  "finClkSkew_ps": 0,
  "power_frac_comb_pct": 92.4,
  "clk_latency_ps": 0,
  "leakagePower_nw": 1.03,
  "ios": 38,
  "cp_slowest_cell": "mux4_2",
  "ir_worst_vdd_mv": 0.0660,
  "drt-total-wl_um": 4730,
  "hold_viol_final": 0,
  "fillCellCount": 984,
  "dr.pass1.iters": 4,
  "io_buffers": 34,
  "vias_per_cell": 4.06,
  "syn_inst": 178,
  "warnings": 46,
  "avgSynthCellArea_um2": 8.13,
  "fin_crit_ps": 4030,
  "grt_pass1_vias": 1486,
  "powerDensity_nw_per_um2": 140,
  "wl_per_cell_um": 12.4,
  "p_sw_share_pct": 41.6,
  "ys.flops": 2,
  "crit_family": "adder cells",
  "dp_hpwl_um": 3640,
  "die_x_um": 118,
  "cap_violations": 0,
  "grt-ovfl-total": 0,
  "crit_path_end_kind": "output port",
  "syn_area_um2": 1450,
  "ys_area_um2": 1450,
  "crit_type": "in2out",
  "placed_cell_area_um2": 2160,
  "area_growth_syn_to_layout_pct": 64.3,
  "num_rows": 35,
  "ys_seq_share_pct": 2.77,
  "ant_nets": 0,
  "synthTopCellsByArea": "ha_1 (17%), mux4_2 (9.3%), mux2i_1 (9.0%)",
  "grt_usage_pct": 6.25,
  "ctsHoldBuffers": 0,
  "drv_slew": 0,
  "clk_pin_slew_worst_paths_ps": 0,
  "drc": 0,
  "yosysWarnings": 74,
  "crit_buf_inv": 5,
  "arrival_ps": 3390,
  "max_clock_freq_mhz": 248,
  "power.total_uw": 334,
  "fin_area_um2": 2380,
  "crit_chain": "buf_8 -> ha_4 -> inv_2 -> fa_2 -> fa_2 -> inv_2 -> fa_2 -> mux4_2 -> nor2_4 -> nor2_4 -> or2_1 -> buf_6 -> o22ai_2 -> buf_2",
  "hold_path.class": "reg2reg",
  "n_antenna_cell": 0,
  "worst_slack_ps": -825,
  "gp_congestion": 0.909,
  "ys_cells": 178,
  "final_util_pct": 25.6,
  "setup_viol": 14,
  "antenna_found_initial": 0,
  "crit_required_ps": 2560,
  "pwr-share-seq_pct": 7.6,
  "p_clk_share_pct": 0,
  "period_used_pct": 126,
  "startpoint_type": "primary input",
  "p_int_uw": 195,
  "tns_ps": -7880,
  "max_stage_delay_ps": 500,
  "crit_fanout": 5,
  "synth_area_leader_cell": "ha_1",
  "cpMostUsedCell": "fa_2"
}
==> synth_stat cells, drive strengths merged <==
library cell,instances
a211oi,3
xnor2,2
nand4b,1
a31oi,1
dfxtp,2
and2,1
conb,1
nor2b,1
nand2,13
or4,1
nor4b,1
a21oi,7
nand2b,1
mux4,6
a32o,1
mux2,1
inv,25
o2111ai,1
buf,19
nor3,2
o21ai,6
o21a,1
nor3b,1
o22ai,6
o31ai,2
nand3,4
nor4,1
a31o,1
o22a,1
mux2i,13
fa,5
nor2,13
a22oi,3
ha,20
a221oi,3
o32ai,1
o211ai,2
or2,1
nand3b,2
o2bb2ai,2
==> logic make-up (layout without fill, tap and decap cells) <==
| logic type | Yosys count | in the layout | synth area share [%] |
|---|---|---|---|
| buf+inv | 44 | 116 | 17.3 |
| flops | 2 | 2 | 2.77 |
| simple gates | 43 | 43 | 15.1 |
| fa+ha+maj | 25 | 25 | 24.2 |
| other cells | 1 | 2 | 0.259 |
| compound gates | 41 | 41 | 20.1 |
| mux | 20 | 20 | 19.1 |
| xor+xnor | 2 | 2 | 1.21 |
==> routing by layer <==
| layer | GRT usage (%) | wire length [um] | up-vias | share of wire, % |
|---|---|---|---|---|
| li1 | - | - | 774 | - |
| met2 | 10.2 | 2140 | 38 | 45 |
| met1 | 8.81 | 2360 | 732 | 50 |
| met5 | 0 | 0 | - | 0 |
| met4 | 0 | 0 | 0 | 0 |
| met3 | 1.31 | 229 | 0 | 4.8 |
==> final cells by class <==
type	instances	area, um^2	share of cell area [%]
Inverter	25	96.3	4.05
Multi-Input combinational cell	133	1330	56.1
Sequential cell	2	40.0	1.68
Tap cell	129	161	6.79
Timing Repair Buffer	91	747	31.4
==> cells in the final DEF (no fill, tap or decap), types with 3 or more instances in the layout <==
| master | synthesis | final |
|---|---|---|
| buf_4 | 13 | 46 |
| inv_1 | 25 | 17 |
| ha_1 | 20 | 16 |
| clkdlybuf4s50_1 | 0 | 13 |
| nand2_1 | 12 | 12 |
| mux2i_1 | 13 | 12 |
| buf_6 | 3 | 11 |
| nor2_1 | 12 | 9 |
| buf_2 | 2 | 9 |
| inv_2 | 0 | 7 |
| clkbuf_2 | 0 | 7 |
| mux4_2 | 6 | 6 |
| a21oi_1 | 6 | 5 |
| ha_4 | 0 | 4 |
| o21ai_0 | 4 | 3 |
| o22ai_2 | 0 | 3 |
| o22ai_1 | 6 | 3 |
| fa_2 | 0 | 3 |
| dlymetal6s2s_1 | 0 | 3 |
==> worst paths after layout <==
path / start / endpoint / slack [ps] / cells past startpoint
hold / removal: U7.latch / U7.latch / 550 / 1
hold reg to reg: U7.latch / U7.latch / 550 / 1
setup / recovery: SW[0] / hx00[6] / -830 / 14
setup reg to reg: U6.latch / U6.latch / 2430 / 1
==> power by group through the flow <==
stage / Combinational, mW / Sequential, mW / Clock [mW]
after CTS: 0.289 / 0.0254 / 0
after global routing: 0.341 / 0.0254 / 0
final: 0.308 / 0.0254 / 0
==> through the flow <==
| stage | hold slack [ps] | std cells | setup slack [ps] |
|---|---|---|---|
| global placement | 542 | 367 | -1580 |
| floorplan | 529 | 179 | -397 |
| finish | 549 | 380 | -825 |
| global route | 602 | 380 | -947 |
| CTS | 562 | 376 | -925 |
| detailed placement | 549 | 367 | -1600 |
==> what timing repair did <==
action,4_1_cts,5_1_grt
gates cloned,0,0
hold endpoints to repair,0,0
pin swaps,15,24
setup endpoints to repair,14,14
gates resized,59,50
setup buffers,9,5
==> sequential cells by signal, summed over array words and instances (netlist names) <==
register  flops
U6.latch      1
U7.latch      1
Power figures rest on the tool's default switching activity, not on a simulated workload.
