==> flow/design.v <==
module BCDcount(input clock, clear, count, load, enablen, input [3:0] highscore, output reg [3:0] BCD, output reg enableNext);
parameter zeroize = 4'b0000, fullcount=4'b1001;
	always @(posedge clock)
	if(clear)
	begin
		BCD<=zeroize;
		enableNext<=0;
	end
		else	if(load)
		begin 
		BCD <= highscore;
		end 
	else if(count && enablen)
	begin
			if(BCD==fullcount)
			begin
				enableNext=0;
				BCD<=zeroize;
			end
			else
			begin
				BCD=BCD+1;
				if(BCD==fullcount)
					enableNext=1;
				else
				enableNext=0;
			end
		end
endmodule
==> flow/run.sh <==
#!/bin/bash
# OpenROAD 26Q1-2900-gdf79404cd8, Yosys 0.63+post, stock flow scripts
make -C /OpenROAD-flow-scripts/flow DESIGN_CONFIG=/design/flow/config.mk WORK_HOME=/design/flow/orfs finish
==> flow/config.mk <==
export PLATFORM = sky130hd
export DESIGN_NAME = BCDcount
export DESIGN_NICKNAME = BCDcount
export VERILOG_FILES = /design/flow/design.v
export SDC_FILE = /design/flow/constraint.sdc
export NUM_CORES = 4
export LEC_CHECK = 1
export CORE_AREA = 10 10 70 70
export DIE_AREA = 0 0 80 80
==> flow/constraint.sdc <==
current_design BCDcount

set clk_period 2.3
set clk_io_pct 0.2

create_clock -name clk0 -period $clk_period [get_ports {clock}]

set non_clock_inputs [all_inputs -no_clocks]
set_input_delay [expr $clk_period * $clk_io_pct] -clock clk0 $non_clock_inputs
set_output_delay [expr $clk_period * $clk_io_pct] -clock clk0 [all_outputs]
==> notes.md <==
### Route
* 311 — routed vias
* 3.24 — number of vias per cell after detailed routing
* 0 — number of routed nets with antenna violations
* 7 — DRC marker count from the first detailed-route iteration
* 0 — antenna diode count
* 0 — number of DRC violations after detailed routing
* 10.0 µm — post-detailed-route wirelength per cell
* 962 µm — post-detailed-routing wire length
* 4 — detailed-routing iteration count for the pre-antenna-repair pass

### Synthesis
* 0.364 — register share after synthesis
* 0 — share of cell area taken by muxes after synthesis
* 33 — # Cells Yosys
* simple AND/OR/NAND/NOR gates — largest family of logic cells by area
* 0 — Adder-Cell Fraction of Synth Area
* 5 — number of synthesized register bits
* 1 — Syn. warnings
* 33 — number of instances in the synthesized netlist
* 0.232 — Post-Synth AOI/OAI Area
* 275 µm² — yosys synthesis chip area
* 0.364 — Area leader share
* 19 — Unique cell types
* 0.314 — post-synthesis simple-gate area fraction
* 0.0636 — xor/xnor cell area share of the yosys netlist
* 275 µm² — summed instance area of the synthesized netlist
* 8.34 µm² — synthesized area per cell
* sky130_fd_sc_hd__dfxtp_1 36%, sky130_fd_sc_hd__nor2b_1 6.8%, sky130_fd_sc_hd__o21ai_0 5.5%, sky130_fd_sc_hd__a211oi_1 5.5%, sky130_fd_sc_hd__a311oi_2 5.5% — cell types occupying the most area after synthesis
* sky130_fd_sc_hd__dfxtp_1 — cell type with the highest aggregate area in the netlist

### Worst setup path
* sky130_fd_sc_hd__clkdlybuf4s50_1 — Critical Path Slowest Stage Cell
* 1.84 ns — Crit path required time
* BCD[1] — launch point of the critical path
* output port — endpoint class of the critical path
* 0.52 ns — maximum single-stage delay on the critical path
* flop — CP Launch Type
* 1.18 ns — arrival time at the worst endpoint
* BCD[2] — origin of the critical flop-to-flop path
* 1 — buffering stage count on the worst path with inverters included
* buffers and inverters — Top Family by Delay on Critical Path
* clkdlybuf4s50_1 — cell-by-cell trace of the critical path
* reg2out — category of the most critical setup path
* 7 — highest fanout seen on the critical path

### CTS
* 0 — number of resized instances in the post-cts repair step
* 3 — cts bufs inserted
* 5 — Sinks on Clock Net
* done — clock tree from TritonCTS
* sky130_fd_sc_hd__clkbuf_4 — CTS root buf
* 0.05 ns — clock-pin slew on the worst setup and hold paths
* 2 — maximum clock path buffer count
* 0 — hold buffers post-CTS
* 0.24 ns — clock latency on the worst-skew pair
* 1 — number of levels in the clock H-tree
* 0 — buffers inserted by post-CTS timing repair

### Final layout
* 77.7% — area growth from synthesis to final layout
* 400 — fill cell instance count of the final layout
* 0.0800 — fraction of final layout cells sized beyond drive strength 1
* 0.143 — Layout Utilization
* 100 µm² — storage element area
* 168 µm² — total area of multi-input combinational cells
* 489 µm² — cell area after layout

### Pwr
* 0.190 — part of the total power dissipated in combinational logic
* 516 nW/µm² — Power per Cell Area
* 0.0000751 V — worst ir drop on vdd
* 0.414 — part of the power in the clock network
* 0.165 nW — leakage power
* 189 µW — internal power
* 63.4 µW — switching pwr
* 0.251 — net switching share of the total power
* 0.396 — sequential fraction of design power

### Place
* 782 µm — dpl hpwl
* 0.574 ns — placement-stage worst setup slack
* 0.772 — global placer's final weighted congestion
* 13 — PortBufs
* 463 µm² — cell area reported after detailed placement

### Floorplanning
* 3420 µm² — floorplan core area
* 6400 µm² — chip area
* 14 — IO Count
* 0.0806 — effective utilization at floorplan
* 21 — floorplan row count
* 80 µm — chip width
* 80 µm — vertical die size

### Timing
* 1.64 ns — min Tclk post-route
* 0 ns — setup TNS
* 0 — final setup fails
* 0 — Final Hold Violation Tally
* 0.655 ns — Worst Slack Setup Final
* 0 — final number of max-transition violations
* 0.847 — relative max-transition margin
* 0.00162 ns — Clock Skew
* 608 MHz — fmax
* false — setup repair after global routing missed its margin
* 0.715 — post-layout period usage
* 0.230 ns — Least-Margin Pin Slew

### Global routing
* 311 — vias in the first global route
* 1480 µm — first-pass GRT wire length
* 0.0283 — overall track demand over capacity in global routing
* 0 — grt ovf
* 0 — number of antenna violations at the first check in global routing
* 8 — maximum number of pins on one net before global-route repair

### Run status
* completed — result of the run

### Run
* 25 — tool warnings
* 0 — number of maximum-capacitance constraint violations

### Min path
* enableNext — Hold Crit Start
* reg2reg — Worst Hold Class

## cells in the final DEF (no fill, tap or decap)
| master | netlist | final |
|---|---|---|
| sky130_fd_sc_hd__a211oi_1 | 2 | 2 |
| sky130_fd_sc_hd__a21oi_1 | 1 | 1 |
| sky130_fd_sc_hd__a22oi_1 | 1 | 1 |
| sky130_fd_sc_hd__a311oi_2 | 1 | 1 |
| sky130_fd_sc_hd__a31oi_1 | 1 | 1 |
| sky130_fd_sc_hd__and3b_1 | 1 | 1 |
| sky130_fd_sc_hd__and4b_1 | 1 | 1 |
| sky130_fd_sc_hd__clkbuf_1 | 0 | 1 |
| sky130_fd_sc_hd__clkbuf_4 | 0 | 3 |
| sky130_fd_sc_hd__clkdlybuf4s50_1 | 0 | 13 |
| sky130_fd_sc_hd__dfxtp_1 | 5 | 5 |
| sky130_fd_sc_hd__inv_1 | 2 | 2 |
| sky130_fd_sc_hd__nand2_1 | 2 | 2 |
| sky130_fd_sc_hd__nand3_1 | 1 | 1 |
| sky130_fd_sc_hd__nand4_1 | 1 | 1 |
| sky130_fd_sc_hd__nand4b_1 | 1 | 1 |
| sky130_fd_sc_hd__nor2_1 | 4 | 4 |
| sky130_fd_sc_hd__nor2b_1 | 3 | 3 |
| sky130_fd_sc_hd__o21ai_0 | 3 | 3 |
| sky130_fd_sc_hd__or3_1 | 1 | 1 |
| sky130_fd_sc_hd__xnor2_1 | 1 | 1 |
| sky130_fd_sc_hd__xor2_1 | 1 | 1 |
## cell families (layout without fill, tap and decap cells)
family / after synthesis / count (layout)
XOR/XNOR: 2 / 2
AND/OR/NAND/NOR: 15 / 15
buffers and inverters: 2 / 19
flip-flops: 5 / 5
AND-OR/OR-AND: 9 / 9
## tightest hold or removal path, cell delays in order (launching register included)
cell and delay [ns]:
sky130_fd_sc_hd__dfxtp_1 0.31, sky130_fd_sc_hd__o21ai_0 0.07, sky130_fd_sc_hd__a21oi_1 0.06
## cell usage after synthesis, drive strengths merged
master  instances
or3             1
nor2            4
and3b           1
nand2           2
a31oi           1
dfxtp           5
nand4           1
nand4b          1
a211oi          2
xnor2           1
and4b           1
a311oi          1
inv             2
nand3           1
a22oi           1
nor2b           3
o21ai           3
xor2            1
a21oi           1
## state kept, by name (all words and copies together), names as in the netlist
| name | flops |
|---|---|
| BCD | 4 |
| enableNext | 1 |
## routing by layer
metal | GRT usage | up-vias | part of all wire
li1 | - | 155 | -
met1 | 0.0314 | 144 | 0.41
met2 | 0.0482 | 10 | 0.53
met3 | 0.00909 | 2 | 0.044
met4 | 0.0123 | 0 | 0.023
met5 | 0 | - | 0
## final timing paths
| path | endpoint | slack, ns | cells after the start |
|---|---|---|---|
| hold reg to reg | enableNext | 0.48 | 2 |
| hold / removal | enableNext | 0.48 | 2 |
| setup reg to reg | BCD[1] | 1.12 | 3 |
| setup / recovery | BCD[1] | 0.66 | 1 |
## layout make-up
type / count / share of cell area
repair buffers: 13 / 0.266
inverters: 2 / 0.0153
flip-flops and latches: 5 / 0.205
multi-input cells: 26 / 0.343
clock buffers: 4 / 0.0537
well taps: 46 / 0.118
## power by group through the flow
| stage | combinational [mW] | clock (mW) | sequential (mW) |
|---|---|---|---|
| finish | 0.0480 | 0.105 | 0.100 |
| CTS | 0.0488 | 0.109 | 0.0998 |
| global route | 0.0528 | 0.112 | 0.101 |
## metrics by stage
step	hold WS [ns]	instances	power [mW]
after floorplan	0.428	33	0.117
after global placement	0.470	92	0.150
after detailed placement	0.480	92	0.150
after CTS	0.489	96	0.258
after global routing	0.501	96	0.266
final	0.480	96	0.253
Power is estimated from default activity; no workload was simulated.
