### flow/run.sh
#!/bin/bash
# OpenROAD 26Q1-2900-gdf79404cd8, Yosys 0.63+post, stock flow scripts
make -C /OpenROAD-flow-scripts/flow DESIGN_CONFIG=/design/flow/config.mk WORK_HOME=/design/flow/orfs finish
### flow/config.mk
export PLATFORM = sky130hd
export DESIGN_NAME = ClockDivider
export DESIGN_NICKNAME = ClockDivider
export VERILOG_FILES = /design/flow/design.v
export SDC_FILE = /design/flow/constraint.sdc
export NUM_CORES = 4
export LEC_CHECK = 1
export CORE_AREA = 10 10 105 105
export DIE_AREA = 0 0 115 115
### flow/constraint.sdc
current_design ClockDivider

set clk_period 3.8
set clk_io_pct 0.2

create_clock -name clk0 -period $clk_period [get_ports {Mhz50}]

set non_clock_inputs [all_inputs -no_clocks]
set_input_delay [expr $clk_period * $clk_io_pct] -clock clk0 $non_clock_inputs
set_output_delay [expr $clk_period * $clk_io_pct] -clock clk0 [all_outputs]
### flow/design.v
module ClockDivider(input Mhz50, output Khz1, hzhalf);
	Mhz50toKhz1 U1(Mhz50, Khz1);
	Khz1tohzhalf U2(Khz1, hzhalf);
endmodule
module Khz1tohzhalf(input clockin, output reg clockout); 
	reg [7:0]divideC;
	parameter resetCount=8'b00000000, fullcount=8'b11111010;
	always @(posedge clockin) 
	begin
		divideC <= divideC + 1;
		if(divideC == fullcount)
		begin
			divideC<=resetCount;
			clockout <= ~clockout;
		end
end
endmodule
module Mhz50toKhz1(input clockin, output reg clockout); 
	reg [14:0]divideC;
	parameter resetCount=15'b0000000000000000, fullcount=15'b110000110101000;
	always @(posedge clockin) 
	begin
		divideC <= divideC + 1;
		if(divideC == fullcount)
		begin
			divideC<=resetCount;
			clockout <= ~clockout;
		end
	end
endmodule
==> run summary <==
yosys + openroad results -> weighted congestion reported at the end of routability-driven placement 0.7483, pwr/cell area 250.9 mW/mm², Insertion Delay late pin 0.24 ns, beginning of the worst register-to-register path U1.divideC[0], Post-Synthesis Cell Area 0.001055 mm², count of TritonRoute iterations in the first routing pass 3, relative slew slack 0.6638, leakage 0.4612 nW, kind of end point of the critical path primary output, minimum hold slack 0.4619 ns, Synth area leaders dfxtp_1 (44%), xnor2_1 (6.6%), xor2_1 (6.6%), nor2_1 (6.4%), edfxtp_1 (5.7%), I/O pin total 3, fraction of power spent switching nets 0.1727, Internal Power 0.2610 mW, HP Start U1.divideC[0], final tally of setup violations 0, root buffer selected by CTS clkbuf_8, final-layout setup total negative slack 0 ns, standard cell with the maximum stage delay on the critical path clkdlybuf4s50_1, number of H-tree branching levels 1, Routed WL per cell 6.568 µm, Power Total 0.3155 mW, share of power burned in combinational logic 0, Tmin final 2.032 ns, growth of design area from synthesis to finish 19.22%, minimum setup slack among reg-to-reg paths 2.28 ns, tool warning count 27, grt peak-use layer met2, starting DRC count in detailed routing 18, maximum clock frequency 0.4921 GHz, WL final 1458 µm, pin slew with the least headroom to its limit 0.5025 ns, number of cells produced by synthesis 109, Fin. Hold Viols 0, share of layout cells above drive strength 1 0.05263, share of total power in sequential cells 0.536, ordered list of cells on the worst path clkdlybuf4s50_1, data arrival time of the critical path 1.27 ns, reg2reg end U1.divideC[13], total of buffers placed on input and output ports 2, count of pins over their slew limit 0, HPWL Detailed 1096 µm, most area-hungry cell type in the Yosys netlist dfxtp_1, number of antenna repair diodes 0, family with the most delay on the worst path buffers and inverters, # rows 34, largest net degree at the start of global routing 12, hold endpoint U1.divideC[0], Horiz. Die Dim 115 µm, post-CTS setup-driven buffer insertion count 0, total grt overflow 0, endpoints left unconstrained 11, global-route track usage on met2 0.03566, result of the run finished clean, vias per inst 3.023, post-route setup slack 1.768 ns, required time reported for the critical path endpoint 3.04 ns, number of buffers inserted during clock tree synthesis 3, highest cell delay on the worst timing path 0.52 ns, count of instantiated cells in the yosys netlist 109, sequential area share after synthesis 0.4935, Yosys warning count 2, Min-Delay Path Depth 1, vias 671, final design area excluding fillers 0.001257 mm², largest fanout on the critical path 11, Max Root-Sink Buffers 2, Flops after synth 25, global routing met1 resource utilization 0.03137, Core Footprint 0.008763 mm², DRC violation count after routing 0, TritonCTS clock tree built, tally of nets with antenna violations remaining after routing 0, Die Y 115 µm, highest ir drop seen on vdd 0.00009474 V, top-area cell type share of the netlist area 0.4365, mean area per synthesized cell 9.677 µm², placed inst area 0.001202 mm², antenna violations before repair 0, floorplan die area 0.01323 mm², worst slack, placed 1.997 ns, hold buffers post-CTS 0, sum of buffers and inverters on the critical path 1, starting density of the core 0.1204, setup repair after global routing missed its margin no, count of unclocked register or latch pins 9, fraction of power consumed by the clock network 0.464, worst min path class reg2reg, GRT met3 Usage 0.01371, number of library cell types mapped by synthesis 26, wire length of the first global-routing pass 2718 µm, via count of the first global-routing pass 647, Clock transition at path regs 0.06 ns, Tcrit/Tclk final 0.5347, element type at the critical path start register, power dissipated by switching net loads 0.05449 mW, max capacitance violation total 0, chip area from the yosys synthesis statistics 0.001055 mm², startpoint-to-endpoint class of the critical path reg2out, GRT Util Overall 0.02420, Layout Skew 0.002562 ns, Worst Reg-to-Reg Cells 6, post-cts sizing count 0
## cell usage after synthesis (all sizes together)
cell type  instances
o31ai              1
or3                2
and4bb             2
ha                 4
and2               1
nand3              6
inv                9
nand4              3
and4               2
nand2              6
edfxtp             2
nand2b             1
nor3               2
buf                1
nor2b              4
xor2               8
o21ai              2
mux2i              1
nor4bb             1
xnor2              8
o21bai             1
dfxtp             23
and3               1
nor2              18
## power by group through the flow
stage / sequential [mW] / combinational (mW) / clock (mW)
CTS: 0.169 / 0.000000224 / 0.153
global route: 0.169 / 0.000000224 / 0.160
finish: 0.169 / 0.000000224 / 0.146
## per-layer routing
| layer | part of all wire | up-vias |
|---|---|---|
| met2 | 0.41 | 7 |
| li1 | - | 366 |
| met3 | 0.068 | 0 |
| met1 | 0.52 | 298 |
| met5 | 0 | - |
| met4 | 0 | 0 |
## worst max-delay path by stage
stage / slack (ns) / cells after the start / start / endpoint
final: 1.77 / 1 / U1.clockout / Khz1
after global routing: 1.68 / 1 / U1.clockout / Khz1
after CTS: 1.74 / 1 / U1.clockout / Khz1
## cell usage in the layout (no fill, tap or decap)
cell type        count
dfxtp_1             23
nand2_1              6
ha_1                 4
xnor2_1              8
nand3_1              6
o21ai_2              1
and2_1               1
o21ai_0              1
nand2b_1             1
clkbuf_8             4
clkdlybuf4s50_1      2
inv_1                9
nand4_1              2
o21bai_1             1
and4bb_1             2
nor2_1              18
and3_1               1
and4_1               2
mux2i_1              1
nor3_1               2
nor4bb_1             1
o31ai_1              1
nor2b_1              4
xor2_1               8
or3_1                2
edfxtp_1             2
nand4_2              1
## flip-flops by register name (all words and copies together), names as in the netlist
name,count
U2.clockout,1
U2.divideC,8
U1.clockout,1
U1.divideC,15
## final cells by class
type / count / area (µm²)
multi-input combinational: 74 / 493.0
sequential: 25 / 520.5
tap: 108 / 135.1
fill: 984 / 7506
inverter: 9 / 33.78
clock buffer: 4 / 55.05
timing repair buffer: 2 / 20.02
## kinds of logic after synthesis
family / Yosys count / synth area share
buffers and inverters: 10 / 0.03915
AND-OR/OR-AND: 4 / 0.02729
AND/OR/NAND/NOR: 49 / 0.2503
multiplexers: 1 / 0.009490
adder cells (fa/ha/maj): 4 / 0.04745
flip-flops: 25 / 0.4935
XOR/XNOR: 16 / 0.1329
## stage by stage
stage,util,std cells
6_report,0.1435,222
5_1_grt,0.1435,222
4_1_cts,0.1435,222
3_5_place_dp,0.1372,218
3_3_place_gp,0.1372,218
2_1_floorplan,-,109
No activity file was given, so power comes from the tool's default toggle rates.
